==> flow/design.v <==
module mux2to1(   
    input D0,D1,
    input  S,
    output O
    );
    wire w0,w1;
    assign w0=D0&~S;
    assign w1=D1&S;
    assign O= w0|w1;
endmodule
`timescale 1ns / 1ps
module op8bit(
    input sra,
    input rotate,
    input [31:0]a,
    input op,
    output [31:0]out8
);
wire [7:0] rotate3;
wire [31:0] out4;
genvar i,m;
generate
    for(i=0;i<8;i=i+1)begin
    mux2to1 m1(.D0(sra), .D1(a[i]), .S(rotate), .O(rotate3[i]));
    mux2to1 m2(.D0(a[i+24]), .D1(rotate3[i]), .S(op), .O(out8[i+24]));
    end
    for (m=0;m<24;m=m+1)begin
    mux2to1 m2(.D0(a[m]), .D1(a[m+8]), .S(op), .O(out8[m]));
   end
endgenerate
endmodule
==> flow/run.sh <==
#!/bin/bash
# OpenROAD 26Q1-2900-gdf79404cd8, Yosys 0.63+post, stock flow scripts
make -C /OpenROAD-flow-scripts/flow DESIGN_CONFIG=/design/flow/config.mk WORK_HOME=/design/flow/orfs finish
==> flow/config.mk <==
export PLATFORM = sky130hd
export DESIGN_NAME = op8bit
export DESIGN_NICKNAME = op8bit
export VERILOG_FILES = /design/flow/design.v
export SDC_FILE = /design/flow/constraint.sdc
export NUM_CORES = 4
export LEC_CHECK = 1
export CORE_AREA = 10 10 70 70
export DIE_AREA = 0 0 80 80
==> flow/constraint.sdc <==
current_design op8bit

set clk_period 1.0
set clk_io_pct 0.2

create_clock -name clk0 -period $clk_period

set non_clock_inputs [all_inputs -no_clocks]
set_input_delay [expr $clk_period * $clk_io_pct] -clock clk0 $non_clock_inputs
set_output_delay [expr $clk_period * $clk_io_pct] -clock clk0 [all_outputs]
==> qor.yml <==
status: "finished, violations left"
violations: "setup timing"
drt_iter0_markers: 3
power_frac_seq_pct: 0
drc_errors: 0
io_pins: 67
insertedDiodeCount: 0
vias_per_cell: 4.086
regArea_um2: 0
worst_pin_slew_ns: 0.1962
cts_hold_buffers: 0
dr.pass1.iters: 2
final_cells: 186
flops: 0
place_inst: 166
openroad.warnings: 35
drv_slew: 0
postSynthCellCount: 87
routed.top_layer: "met3"
combGateArea_um2: 616.8
ys_cells: 87
io_buffer_count: 67
chipHeight_um: 80
p_per_area_nw_per_um2: 419.9
area_growth_pct: 100.0
yosysSeqAreaShare_pct: 0
area_leaders: "mux2_2, buf_4, a31oi_2"
hold_class: "input pin to primary output"
maxCapViolations: 0
hpwl_mm: 1.925
critPathKind: "input pin to primary output"
whs_path_depth: 4
grt_pass1_vias: 843
syn_area_um2: 760.7
wl_per_cell_um: 14.30
fmax_mhz: 841.6
start_kind: "input pin"
overflow: 0
rows: 21
drive_above_1_share_pct: 70.71
hold_viol_final: 0
max-vdd-ir-drop_mv: 0.1878
route.met2.wl_mm: 1.188
p_leak_nw: 0.7292
core_area_um2: 3416
gp_congestion: 0.7629
grt_max_degree: 8
chipArea_um2: 6400
vias: 760
rsz0062_at_grt: "yes"
critPathMaxFanout: 7
clkPwrFrac_pct: 0
synth_top_area_share_pct: 35.53
hold-worst-slack_ns: 0.7809
yosysWarningCount: 0
track_usage_pct: 7.966
wl_met3_um: 195
cp.required_ns: 0.80
wl_met1_mm: 1.276
sw_frac_of_total_pct: 32.27
fp-utilization_pct: 22.27
arrival_ns: 0.99
intPower_uw: 432.7
antenna_left: 0
synth_cell_type_count: 8
finalCriticalPeriod_ns: 1.188
setup_viol: 32
grt_pass1_wl_mm: 4.298
top_area_cell: "mux2_2"
p_switching_uw: 206.2
wl_mm: 2.660
relSlewSlack_pct: 86.87
final.clkbuf_count: 0
nFillCells: 329
die_x_um: 80
antenna_found_initial: 0
yosys_area_um2: 760.7
pwr-share-comb_pct: 100.0
end_kind: "primary output"
syn_avg_cell_area_um2: 8.744
post-route-util_pct: 44.54
fin_crit_sh_pct: 118.8
postLayoutSetupSlackWorst_ns: -0.1882
==> through the flow <==
stage               total power [mW]  TNS, ns  setup slack [ns]  instance area (um2)
CTS                           0.5950   -4.048           -0.1903                 1440
detailed placement            0.5448   -18.45           -0.8256                 1231
floorplan                     0.3080  -0.1847          -0.02449                760.7
finish                        0.6388   -3.357           -0.1882                 1521
global route                  0.6923   -4.134           -0.2077                 1521
global placement              0.5440   -18.17           -0.7903                 1231
==> placed cells by master, fill, tap and decap left out <==
cell type,synthesis,routed
nand2_1,8,7
nor2_1,8,2
nor2_4,0,5
buf_16,0,1
mux2_2,24,8
nor2_2,0,1
buf_12,0,7
buf_6,6,17
mux2_4,0,16
dlygate4sd2_1,0,32
a31oi_4,1,8
buf_2,0,28
buf_4,32,3
nand2_2,0,1
buf_8,0,3
nand2b_4,1,1
==> synth_stat cells (all sizes together) <==
cell	n
buf	38
nand2	8
nor2	8
mux2	24
a31oi	8
nand2b	1
==> cell type report <==
type / count / share of cell area, %
Tap cell: 46 / 3.783
Multi-Input combinational cell: 49 / 40.54
Timing Repair Buffer: 91 / 55.67
==> worst paths after layout <==
check	start	end	slack, ns
worst max-delay path	op	out8[13]	-0.19
worst min-delay path	rotate	out8[28]	0.78
==> worst max-delay path: stages <==
cell and delay (ns):
buf_12 0.12, buf_12 0.14, buf_8 0.13, mux2_4 0.29, buf_6 0.11
==> metal layers <==
layer | vias up | track usage, %
met3 | 0 | 2.159
li1 | 375 | -
met1 | 343 | 10.68
met2 | 42 | 13.16
met4 | 0 | 0
met5 | - | 0
==> repair_timing <==
item	4_1_cts	5_1_grt
resized	183	20
pin swaps	5	5
endpoints found under the hold margin	0	0
setup buffers	19	1
endpoints found under the setup margin	32	32
cloned	2	0
==> power groups by stage <==
| stage | clock network [mW] | logic, mW | registers (mW) |
|---|---|---|---|
| 4_1_cts | 0 | 0.595 | 0 |
| 5_1_grt | 0 | 0.692 | 0 |
| 6_report | 0 | 0.639 | 0 |
==> logic make-up (layout without fill, tap and decap cells) <==
kind of cell / after synthesis / in the layout / synth area share [%]
muxes: 24 / 24 / 35.53
and+or+nand+nor: 17 / 17 / 9.704
AOI/OAI and AO/OA: 8 / 8 / 14.31
buffers and inverters: 38 / 91 / 40.46
Power is estimated from default activity; no workload was simulated.
