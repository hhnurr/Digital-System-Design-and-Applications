`flow/design.v`:
```
module ADD_8bit(
    input [7:0] a, b,   
    output reg [7:0] r, 
    output reg cout
);
reg [8:0] result; 
reg carry_out;   
always @(a or b) begin
    result = a + b;
    carry_out = result[8];
end
always @(result or carry_out) begin
    r = result[7:0];
    cout = carry_out;
end
endmodule
module XOR_8bit(
    input [7:0] a,
    input [7:0] b,
    output [7:0] r
    );
    assign r = a ^ b;
endmodule
module CLS_8bit(
    input [7:0] a,
    input [2:0] b,  
    output reg [7:0] r,
    output Z
    );
    integer i;
    always@(*) begin
        for ( i = 0; i < 8; i = i + 1) begin
            if (i < b)
                r[i] = a[7 - (b - 1 - i)];
            else
                r[i] = a[i - b];
        end
    end
assign Z= r[0];
endmodule
module AND_8bit(
    input [7:0] a,
    input [7:0] b,
    output [7:0] r
    );
    assign r = a & b;
endmodule
module ZC_8bit(
input [7:0] a,
output Z
);
assign Z = (a ==8'b0 )? 1: 0;
endmodule
module ALU(
input [7:0] ALUinA, ALUinB,
input [1:0] InsSel,
output [7:0] ALUout,
output CO,Z
);
wire [7:0] r0,r1,r3;
wire [7:0] r2;
wire carry_out,zero;
AND_8bit and1(.a(ALUinA), .b(ALUinB), .r(r0));
XOR_8bit exor1(.a(ALUinA), .b(ALUinB), .r(r1));
ADD_8bit add1(.a(ALUinA), .b(ALUinB), .r(r2), .cout(carry_out));
CLS_8bit cls1(.a(ALUinA), .b(ALUinB), .r(r3), .Z(zero));
MUX mux1(.A(r0), .B(r1), .C(r2), .D(r3), .O(ALUout), .S(InsSel));
MUX_1 mux2(.A(0), .B(0), .C(carry_out), .D(zero), .O(CO), .S(InsSel));
ZC_8bit zc1(.a(ALUout), .Z(Z));
endmodule
```
`flow/run.sh`:
```
#!/bin/bash
# OpenROAD 26Q1-2900-gdf79404cd8, Yosys 0.63+post, stock flow scripts
make -C /OpenROAD-flow-scripts/flow DESIGN_CONFIG=/design/flow/config.mk WORK_HOME=/design/flow/orfs finish
```
`flow/config.mk`:
```
export PLATFORM = sky130hd
export DESIGN_NAME = CLS_8bit
export DESIGN_NICKNAME = CLS_8bit
export VERILOG_FILES = /design/flow/design.v
export SDC_FILE = /design/flow/constraint.sdc
export NUM_CORES = 4
export LEC_CHECK = 1
export CORE_AREA = 10 10 70 70
export DIE_AREA = 0 0 80 80
```
`flow/constraint.sdc`:
```
current_design CLS_8bit

set clk_period 1.2
set clk_io_pct 0.2

create_clock -name clk0 -period $clk_period

set non_clock_inputs [all_inputs -no_clocks]
set_input_delay [expr $clk_period * $clk_io_pct] -clock clk0 $non_clock_inputs
set_output_delay [expr $clk_period * $clk_io_pct] -clock clk0 [all_outputs]
```
==> summary.rpt <==
IMPLEMENTATION SUMMARY REPORT
----------------------------------------------------
[Die]
  Horizontal die size ........................ around 80 um
  Area of the core region ........................ 3420 um2
  # rows ........................ 21
  Pre-Place Util ........................ 28.3%
  Chip area ........................ 6400 um2
  Vertical die dimension ........................ around 80 um
  Count of pins on the block boundary ........................ 20

[Timing]
  Setup repair after global routing missed its margin ........................ yes
  Final Hold Viols ........................ 0
  Final worst path period need ........................ 2.15 ns
  Fin crit share ........................ 179%
  Max Fclk ........................ 0.466 GHz
  Slew Limit Fails ........................ 0
  Worst Max-Slew Pin Slew ........................ 0.278 ns
  Worst slew margin ........................ 81.3%
  Worst path setup slack after routing ........................ -0.946 ns
  Setup-failing EPs final ........................ 9
  Final-layout setup total negative slack ........................ -7.37 ns

[Synthesis]
  Unique cell types ........................ 35
  Multiplexer share ........................ 24.7%
  Cells taking the most area after synthesis ........................ ha_1, mux4_2, mux2i_1
  Count of mapped cells out of synthesis ........................ ~110
  Most common cell in the synthesized netlist ........................ ha_1
  Synthesized area divided by synthesized cell count ........................ 8.48 um2
  FA/HA/MAJ Cells, Area Fraction ........................ 25.9%
  Biggest combinational cell group after synthesis ........................ adder cells
  Cell area after synthesis ........................ slightly below 1000 um2
  Post-synth seq share ........................ 0%
  Cell taking the most area after synthesis ........................ ha_1
  Commonest cells in the synthesized netlist ........................ ha_1, inv_1, nand2_1
  Synthesized chip area reported by yosys ........................ 967 um2
  Xor-xnor portion of the synthesized cell area ........................ 3.49%
  Area leader share ........................ about a quarter
  Number of standard cells reported by yosys ........................ roughly 110
  Simple-Gate Area Share ........................ 13.2%
  AND-OR/OR-AND share of the synthesized area ........................ 23.2%
  Number of warnings printed during yosys synthesis ........................ 1

[Final layout]
  Synthesis-to-finish area growth ........................ 92.5%
  Final design area excluding fillers ........................ about 1900 um2
  Final core utilization ........................ 54.5%
  Clk_buf instances ........................ 0
  Sequential cell area ........................ 0 um2
  Ratio of cells with drive above 1 in the final layout ........................ 64.2%
  Number of sequential cells ........................ 0

[Setup path]
  Slowest CP cell ........................ mux2_4
  Count of buffer and inverter cells on the critical path ........................ 4
  Crit Path Class ........................ input port to output pin
  Stages on worst setup path ........................ 10
  Endpoint kind of the worst setup timing path ........................ output pin
  CP startpoint kind ........................ input port
  Crit-path max FO ........................ 5
  Sequence of cells on the critical path ........................ buf_8 > inv_8 > ha_4 > ha_4 > buf_6 > xnor2_4 > mux2_4 > mux2_4 > o22ai_2 > buf_2
  Crit path largest cell delay ........................ 0.30 ns
  CP Launch Point ........................ b[1]
  Dominant delay contributor by cell family on the critical path ........................ multiplexers
  Crit path DRT ........................ 0.96 ns
  Endpoint of the most critical setup path ........................ r[1]
  Critical Path AT ........................ 1.91 ns

[Drt]
  First-iteration detailed-routing DRC count ........................ ~53
  Final ANT Viol Nets ........................ 0
  Vias per cell ........................ between 4 and 5
  Diodes inserted ........................ 0
  Post-detailed-route DRC marker count ........................ 0
  Final routed wire length divided by cell count ........................ around 15 um
  Total wire length ........................ 3420 um
  Routed via count ........................ roughly 1100
  Length of the first detailed-routing pass in iterations ........................ 4

[Placement]
  Number of I/O port buffers ........................ 20
  Sum of net half-perimeters after detailed placement ........................ 2340 um
  Placed Instance Area ........................ ~1400 um2
  Setup WS pre-CTS ........................ -1.83 ns
  Routability congestion estimate from global placement ........................ 0.898

[Outcome]
  Violated checks ........................ negative setup slack
  Outcome ........................ finished, violations left

[GRT]
  Number of global-route vias before repair ........................ 1114
  Global-route wire length before repair ........................ 5530 um
  GRT Util Overall ........................ a little over a tenth
  Antenna violations before repair ........................ 0
  Maximum number of pins on one net before global-route repair ........................ 10
  Gr ovfl total ........................ 0

[Pwr]
  P per Cell Area ........................ 507 nW/um2
  Worst vdd ir ........................ between 0.2 and 0.25 mV
  Lkg Pwr ........................ 0.831 nW

[Job]
  Count of warning messages emitted by the tools ........................ 49
  Count of maximum capacitance violations ........................ 0

[Hold path]
  Path type of the worst min-delay path ........................ input port to output pin

----------------------------------------------------
-- cells by family (layout without fill, tap and decap cells) --
| kind of cell | Yosys count | after routing |
|---|---|---|
| AND-OR/OR-AND | 32 | 32 |
| AND/OR/NAND/NOR | 27 | 27 |
| adder cells (fa/ha/maj) | 20 | 20 |
| multiplexers | 17 | 17 |
| buffers and inverters | 15 | 80 |
| XOR/XNOR | 3 | 3 |
-- stage by stage --
step	cells	total power, mW	hold slack [ns]
finish	225	0.944	0.946
global route	225	1.02	0.985
global placement	202	0.709	1.63
floorplan	114	0.420	0.503
CTS	223	0.877	0.963
detailed placement	202	0.711	1.64
-- final cells by class --
| cell class | instances | area (um2) |
|---|---|---|
| fill | 294 | 1550 |
| multi-input combinational | 99 | 1120 |
| timing repair buffer | 71 | 631 |
| tap | 46 | 57.6 |
| inverter | 9 | 56.3 |
-- worst min path at each step --
stage     startpoint  endpoint  slack (ns)  depth (start not counted)
4_1_cts         b[2]      r[7]        0.96                          4
5_1_grt         b[2]      r[7]        0.98                          4
6_report        b[2]      r[7]        0.95                          4
-- cells in the final DEF, fill, tap and decap left out, types with 5 or more instances in the layout --
cell type,n
dlygate4sd2_1,5
nand2_1,5
buf_2,9
a21oi_2,5
ha_4,6
ha_1,11
buf_6,15
mux4_2,5
buf_4,33
nor2_1,6
-- metal layers --
metal | share of wire, % | global-route usage, %
met5 | 0 | 0
met4 | 0.67 | 0.704
met3 | 2.5 | 0.682
met2 | 52 | 18.9
met1 | 44 | 13.9
-- power by group --
group | switching, mW | total [mW] | internal (mW)
Sequential | 0 | 0 | 0
Clock | 0 | 0 | 0
Combinational | 0.396 | 0.944 | 0.548
Total | 0.396 | 0.944 | 0.548
-- timing repair --
item                                    CTS  global route
setup buffers                            21             2
resized                                 101            21
hold buffers                              0             0
endpoints found under the setup margin    9             9
pin swaps                                22            14
gates cloned                              0             0
Power and IR drop assume default switching activity.
