==> /design/flow/design.v <==
module mux2to1(   
    input D0,D1,
    input  S,
    output O
    );
    wire w0,w1;
    assign w0=D0&~S;
    assign w1=D1&S;
    assign O= w0|w1;
endmodule
module op16bit(
    input sra,
    input rotate,
    input [31:0] a,
    input op,
    output [31:0] out4
    );
    wire [15:0] rotate4;
    genvar i;
    generate
        for(i = 0; i<16; i=i+1)begin
            mux2to1 m1(sra , a[i] , rotate, rotate4[i]);
            mux2to1 m2 (a[i+16], rotate4[i], op, out4[i+16]);
            mux2to1 m3 (a[i], a[i+16], op, out4[i]);     
        end        
    endgenerate
    endmodule
==> /design/flow/run.sh <==
#!/bin/bash
# OpenROAD 26Q1-2900-gdf79404cd8, Yosys 0.63+post, stock flow scripts
make -C /OpenROAD-flow-scripts/flow DESIGN_CONFIG=/design/flow/config.mk WORK_HOME=/design/flow/orfs finish
==> /design/flow/config.mk <==
export PLATFORM = sky130hd
export DESIGN_NAME = op16bit
export DESIGN_NICKNAME = op16bit
export VERILOG_FILES = /design/flow/design.v
export SDC_FILE = /design/flow/constraint.sdc
export NUM_CORES = 4
export LEC_CHECK = 1
export CORE_AREA = 10 10 74 74
export DIE_AREA = 0 0 84 84
==> /design/flow/constraint.sdc <==
current_design op16bit

set clk_period 1.7
set clk_io_pct 0.2

create_clock -name clk0 -period $clk_period

set non_clock_inputs [all_inputs -no_clocks]
set_input_delay [expr $clk_period * $clk_io_pct] -clock clk0 $non_clock_inputs
set_output_delay [expr $clk_period * $clk_io_pct] -clock clk0 [all_outputs]
==> CHANGELOG.md <==
## Implementation

- Iter 0 DRT Violations: 11
- Die Size: approximately 7100 µm²
- N_diodes: 0
- Pwr dens: 245.2 nW/µm²
- Synthesized area per cell: 8.333 µm²
- Net Sw Frac: between 30% and 40%
- Initial Util: 22.24%
- Leakage: 0.6508 nW
- Flop Count: 0
- Die Wd: 84 µm
- Yosys top cell by area: buf_4
- Final setup viols: 0
- I/O pins: 67
- Crit-path max FO: 5
- Placeable Area: 3971 µm²
- PortBufs: 67
- Tool warnings: 32
- Hpwl dp: approximately 2200 µm
- Wire per inst: about 14 µm
- Yosys Instances: 106
- Vias in the first global route: 870
- Placement Rows: 23
- Critical-path top delay cell: clkdlybuf4s15_2
- Cell-internal power: 0.2462 mW
- DRT Pass-1 Iters: 4
- Comb power frac: around 100%
- Largest net degree at the start of global routing: 17
- Distinct lib cells: 11
- Buffers and inverters on the worst path: 5
- Clock power share: 0%
- Synthesis Warnings: 0
- Fill count: 394
- Worst Setup End Kind: output pin
- GRT Overall Usage: 7.742%
- Cell repeated most along the worst path: buf_6
- Remaining global-route overflow: 0
- Sequential share of power: 0%
- Register area: 0 µm²
- Busiest grt layer: met2
- Hold crit path type: in -> out
- Fin util: 38.09%
- CP cell instances: clkdlybuf4s15_2 > nand2b_4 > buf_6 > buf_6 > buf_4 > a31oi_4 > buf_2
- Worst slack, placed: -0.4498 ns
- Max-slew violation count: 0
- M2 GR Usage: 12.89%
- CP startpoint kind: input port
- Total of clock buffers placed in the layout: 0
- Met1 Use GR: 10.01%
- Worst slew margin: 86.50%
- DRC Markers: 0
- Dominant cell area share: 29.75%
- VDD IR max: approximately 0.086 mV
- Family with the most delay on the worst path: buffers and inverters
- Arrival time of the worst setup path: 1.33 ns
- GRT met3 Usage: 2.559%
- Post-Synthesis Cells: roughly 110
- Via density: just over 4
- Critical path class: in -> out
- DR vias: about 830
- Max Cap Viol: 0
- Final hold violations: 0
- Worst Slack Setup Final: roughly 0.035 ns
- Post-Route WL: roughly 2900 µm
- Fin crit share: 97.95%
- Initial antenna violation count: 0
- Cell area leaders: buf_4, a31oi_4, mux2_2
- Sw Pwr: 0.1247 mW
- Total power draw: 0.3709 mW
- First-pass GRT wire length: 4678 µm
- Die height: 84 µm
- Post-CTS Hold Fix Bufs: 0
- Yosys stat chip area: 883.3 µm²
- Layout cells sized above 1: 38.56%
- Minimum clock period: 1.665 ns
- FMAX: about 0.60 GHz
- Cell Area, Synth: 883.3 µm²
- Antenna viol nets, final: 0
- Worst slew pin tran: 0.2017 ns
- Synth Seq Share: 0%
- Logic area: 576.8 µm²
- Critical Path RT: 1.36 ns
- CP peak stage delay: 0.19 ns
- GPL Wtd Cong: 0.7575
- Layout area overhead: 71.25%
- Worst hold slack: 1.163 ns
- Status: completed
## power by group through the flow
stage	sequential, mW	clock [mW]	combinational (mW)
4_1_cts	0	0	0.375
5_1_grt	0	0	0.407
6_report	0	0	0.371
## worst min-delay path, stage by stage
cell	delay, ns
dlygate4sd2_1	0.21
nor2_1	0.06
a31oi_4	0.12
buf_2	0.09
## cells in the final DEF (no fill, tap or decap), types with 2 or more instances in the layout
cell,instances
buf_6,2
buf_4,13
buf_12,4
a31oi_1,6
nand2_2,5
buf_16,2
mux2_2,16
dlygate4sd2_1,45
nand2_1,11
buf_2,3
clkdlybuf4s50_1,16
a31oi_4,10
nor2_1,16
## per-stage QoR
step | setup TNS [ns] | instances | cell area (µm²)
2_1_floorplan | 0 | 106 | 883.3
3_3_place_gp | -8.024 | 190 | 1390
4_1_cts | 0 | 201 | 1498
6_report | 0 | 203 | 1513
3_5_place_dp | -8.194 | 190 | 1390
5_1_grt | -0.0008060 | 203 | 1513
## layout make-up
class | instances | share of cell area, %
timing repair buffer | 88 | 57.73
multi-input combinational | 65 | 38.13
tap | 50 | 4.136
## cell usage after synthesis
cell,n
a31oi_1,6
a31oi_4,10
buf_12,1
buf_2,2
buf_4,35
buf_6,2
clkbuf_1,1
mux2_2,16
nand2_1,16
nand2b_4,1
nor2_1,16
## cells by family after synthesis
group           after synthesis  share of synthesized area [%]
compound gates               16                          28.33
buf+inv                      41                          36.12
mux                          16                          20.40
simple gates                 33                          15.16
## metal layers
metal / up-vias / routed length, µm
li1: 426 / -
met2: 43 / 1299
met1: 365 / 1229
met3: 0 / 321
met5: - / 0
met4: 0 / 0
## path summary, 6_finish.rpt
check                  start        to  slack [ns]  depth (start not counted)
worst max-delay path  rotate  out4[16]        0.03                          7
worst min-delay path   a[22]  out4[22]        1.16                          4
## repair_timing
action / in CTS / in global routing
buffers inserted: 8 / 2
gates resized: 71 / 2
cloned: 3 / 0
endpoints found under the setup margin: 32 / 10
Power is estimated from default activity; no workload was simulated.
